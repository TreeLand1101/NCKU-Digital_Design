==> flow/design.v <==
module MPQ(clk,rst,data_valid,data,cmd_valid,cmd,index,value,busy,RAM_valid,RAM_A,RAM_D,done);
input clk;
input rst;
input data_valid;
input [7:0] data;
input cmd_valid;
input [2:0] cmd;
input [7:0] index;
input [7:0] value;
output reg busy;
output reg RAM_valid;
output reg [7:0]RAM_A;
output reg [7:0]RAM_D;
output reg done;
parameter [2:0] Load = 3'b000, Read_Cmd = 3'b001, Execute_Cmd = 3'b010, Max_Heapify = 3'b011, Parent_Swap = 3'b100, Done = 3'b101;
reg [2:0] Current_State, Next_State;
parameter [2:0] Build_Queue = 3'b000, Extract_Max = 3'b001, Increase_Value = 3'b010, Insert_Data = 3'b011, Write = 3'b100;
reg Build_Queue_Enable;
reg Extract_Max_Enable;
reg Increase_Value_Enable;
reg Insert_Data_Enable;
reg Write_Enable;
reg Max_Heapify_Done;
reg [7:0] Size;
reg [7:0] Array [255:0];
reg [7:0] i_temp, i;
wire [7:0] l, r, i_Parent;
reg Command_Done;
assign l = (Build_Queue_Enable || Extract_Max_Enable) ? (i << 1) + 1 : 0;
assign r = (Build_Queue_Enable || Extract_Max_Enable) ? (i << 1) + 2 : 0;
assign i_Parent = (Increase_Value_Enable || Insert_Data_Enable) ? (i - 1) >> 1 : 0;
always @(posedge clk or posedge rst) 
begin
    if (rst)
        Current_State <= Load;
    else
        Current_State <= Next_State;
end
always @(*) 
begin
    case (Current_State)
        Load: begin
            if (data_valid)
                Next_State = Load;
            else
                Next_State = Done;  
        end
        Read_Cmd: begin
            Next_State = Execute_Cmd;
        end
        Execute_Cmd: begin
            if (Command_Done)
                Next_State = Done;
            else if ((Build_Queue_Enable && i_temp > 0) || (Extract_Max_Enable && (Size >= 1 && i_temp == Size)))
                Next_State = Max_Heapify;
            else if (Increase_Value_Enable || Insert_Data_Enable)
                Next_State = Parent_Swap;
            else
                Next_State = Execute_Cmd;
        end  
        Max_Heapify: begin
            if (Max_Heapify_Done)
                Next_State = Execute_Cmd;
            else
                Next_State = Max_Heapify;
        end
        Parent_Swap: begin
            if (Command_Done)
                Next_State = Done;
            else
                Next_State = Parent_Swap;
        end
        Done: begin
            Next_State = Read_Cmd;
        end
    endcase
end
always @(posedge clk or posedge rst) 
begin
    if (rst) begin
        RAM_valid <= 0;
        RAM_A <= 0;
        RAM_D <= 0;
        busy <= 1;
        done <= 0;
        Size <= 0;
        i <= 0;
        i_temp <= 0;
        Command_Done <= 0;
        Build_Queue_Enable <= 0;
        Extract_Max_Enable <= 0;
        Increase_Value_Enable <= 0;
        Insert_Data_Enable <= 0;
        Write_Enable <= 0;
        Max_Heapify_Done <= 0;
    end
    else begin
        case (Current_State)
            Load: begin
                if (data_valid) begin
                    Array[Size] <= data;
                    Size <= Size + 1;
                end
            end
            Read_Cmd: begin
                case (cmd)
                    Build_Queue: begin
                        Build_Queue_Enable <= 1;
                        i_temp <= (Size >> 1);
                        i <= (Size >> 1);
                    end
                    Extract_Max: begin
                        Extract_Max_Enable <= 1;
                        i_temp <= Size;
                    end
                    Increase_Value: begin
                        Increase_Value_Enable <= 1;
                        if (value < Array[index])
                            Command_Done <= 1;
                        else begin
                            Array[index] <= value;
                            i <= index;
                        end
                    end
                    Insert_Data: begin
                        Insert_Data_Enable <= 1;
                        Size <= Size + 1;
                        Array[Size] <= value;
                        i <= Size;
                    end
                    Write: begin
                        Write_Enable <= 1;
                        i_temp <= 0;
                    end
                endcase
                busy <= 1;
            end
            Execute_Cmd: begin
                Max_Heapify_Done <= 0;
                if (Build_Queue_Enable) begin
                    if (i_temp == 0) begin
                        Command_Done <= 1;
                    end
                    else begin
                        i <= i_temp - 1;
                        i_temp <= i_temp - 1;
                    end
                end
                else if (Extract_Max_Enable) begin
                    if (i_temp - 1 == Size)
                        Command_Done <= 1;
                    else begin 
                        Array[0] <= Array[Size - 1];
                        Size <= Size - 1;
                        i <= 0;
                    end
                end
                else if (Increase_Value_Enable) begin
                end
                else if (Insert_Data_Enable) begin
                end
                else if (Write_Enable) begin
                    if (RAM_A < Size) begin
                        RAM_valid <= 1;
                        RAM_D <= Array[i_temp];
                        i_temp <= i_temp + 1;
                        RAM_A <= i_temp;
                    end
                    else begin
                        Write_Enable <= 0;
                        RAM_valid <= 0;
                        Command_Done <= 1;
                        done <= 1;
                    end
                end
                busy <= 1;
            end
            Max_Heapify: begin
                if ((l >= Size || Array[l] <= Array[i]) && (r >= Size || Array[r] <= Array[i])) begin
                    Max_Heapify_Done <= 1;
                end
                else if ((l < Size) && (Array[l] > Array[i]) && (r >= Size || Array[r] <= Array[l])) begin
                    i <= l;
                    Array[l] <= Array[i];
                    Array[i] <= Array[l];
                end
                else begin
                    i <= r;
                    Array[r] <= Array[i];
                    Array[i] <= Array[r];
                end
            end
            Parent_Swap: begin
                if (i > 0 && Array[i_Parent] < Array[i]) begin
                    Array[i_Parent] <= Array[i];
                    Array[i] <= Array[i_Parent];
                    i <= i_Parent;
                end
                else 
                    Command_Done <= 1;
            end
            Done: begin
                RAM_valid <= 0;
                RAM_A <= 0;
                RAM_D <= 0;
                busy <= 0;
                done <= 0;
                i <= 0;
                i_temp <= 0;
                Command_Done <= 0;
                Build_Queue_Enable <= 0;
                Extract_Max_Enable <= 0;
                Increase_Value_Enable <= 0;
                Insert_Data_Enable <= 0;
                Write_Enable <= 0;
                Max_Heapify_Done <= 0;
            end
        endcase
    end
end
endmodule
==> flow/run.sh <==
#!/bin/bash
# OpenROAD 26Q1-2900-gdf79404cd8, Yosys 0.63+post, stock flow scripts
make -C /OpenROAD-flow-scripts/flow DESIGN_CONFIG=/design/flow/config.mk WORK_HOME=/design/flow/orfs finish
==> flow/config.mk <==
export PLATFORM = sky130hd
export DESIGN_NAME = MPQ
export DESIGN_NICKNAME = MPQ
export VERILOG_FILES = /design/flow/design.v
export SDC_FILE = /design/flow/constraint.sdc
export NUM_CORES = 4
export LEC_CHECK = 1
export CORE_UTILIZATION = 40
==> flow/constraint.sdc <==
current_design MPQ

set clk_period 192.0
set clk_io_pct 0.2

create_clock -name clk0 -period $clk_period [get_ports {clk}]

set non_clock_inputs [all_inputs -no_clocks]
set_input_delay [expr $clk_period * $clk_io_pct] -clock clk0 $non_clock_inputs
set_output_delay [expr $clk_period * $clk_io_pct] -clock clk0 [all_outputs]
==> impl_metrics.tcl <==
# collected from the flow reports
set metrics [dict create \
    stop_error "[ERROR GRT-0116] Global routing finished with congestion. Check the congestion regions in the DRC Viewer." \
    post-place-ws_ns 142.79 \
    fp_util_pct 40.2 \
    yosysTopAreaCell "edfxtp_1" \
    grt_usage_pct 161 \
    hold_buffers 0 \
    untimed_endpoints 6 \
    gp_congestion 2.73 \
    yosys_warnings 2 \
    ys.flops 2104 \
    synthesis.area_um2 182000 \
    hpwl_mm 2840 \
    rows 247 \
    status "did not finish" \
    cts_buffers 232 \
    synth-async-reset-ratio_pct 2.52 \
    h-tree-depth 4 \
    place_inst 30400 \
    area_leaders "edfxtp_1 34%, a22oi_1 14%, a22o_1 6.7%, nand2_1 4.7%, nor2_1 4.0%" \
    grt_max_degree 90 \
    ff_type "edfxtp_1" \
    grt_pass1_wl_mm 4290 \
    synth-edff-count 2048 \
    clk_path_buf_depth 4 \
    unclocked_pins 3 \
    ys_cells 21500 \
    synth_chip_area_um2 182000 \
    cts_root_buffer "clkbuf_16" \
    boundaryPins 50 \
    yosys-top-cells-count "3495 x a22oi_1, 2296 x nand2_1, 2048 x edfxtp_1" \
    ys_types 107 \
    fp.dieW_um 676 \
    first_global_vias 311000 \
    synth.avg_cell_area_um2 8.45 \
    syn_inst 21500 \
    portBuffers 48 \
    cts_resized 0 \
    postCtsSetupRepairBufs 0 \
    lastStage "global routing" \
    synth.top_cell.area_share_pct 33.8 \
    die_y_um 676 \
    yosysMostFrequentCell "a22oi_1" \
    grt_overflow 205000 \
]
[through the flow]
step                hold WS, ns  cell area (um^2)  total power, W
floorplan                 0.424            182000         0.00210
global placement          0.463            223000         0.00431
detailed placement        0.474            223000         0.00433
CTS                       0.489            231000         0.00485
[cells by family after synthesis]
family | after synthesis | share of synthesized area (%)
latches | 3 | 0.0248
buf+inv | 2197 | 4.83
simple gates | 7206 | 18.5
fa+ha+maj | 76 | 0.523
xor+xnor | 50 | 0.241
mux | 133 | 0.827
compound gates | 9727 | 40.4
flops | 2101 | 34.6
[routing by layer]
| metal | overflow | GRT usage [%] |
|---|---|---|
| met1 | 69000 | 169 |
| met2 | 101000 | 206 |
| met3 | 22400 | 123 |
| met4 | 10800 | 117 |
| met5 | 1799 | 107 |
Power figures rest on the tool's default switching activity, not on a simulated workload.
