==> design/flow/design.v <==
module CIPU(
input       clk, 
input       rst,
input       [7:0]people_thing_in,
input       ready_fifo,
input       ready_lifo,
input       [7:0]thing_in,
input       [3:0]thing_num,
output reg valid_fifo,
output reg valid_lifo,
output reg valid_fifo2,
output reg [7:0]people_thing_out,
output reg [7:0]thing_out,
output reg done_thing,
output reg done_fifo,
output reg done_lifo,
output reg done_fifo2);
reg [1:0] FIFO_CurrentState, FIFO_Nextstate;
parameter [1:0] FIFO_Start = 2'b00, FIFO_Read = 2'b01, FIFO_Valid = 2'b10, FIFO_Done_FIFO = 2'b11;
reg [7:0] FIFO_Array[15:0];
reg [4:0] Array_Size;
reg [4:0] i;
reg [2:0] FIFOLIFO_CurrentState, FIFOLIFO_Nextstate;
parameter [2:0] FIFOLIFO_Start = 3'b000, FIFOLIFO_Read = 3'b001, FIFOLIFO_Valid = 3'b010, FIFOLIFO_Done_Thing = 3'b011, FIFOLIFO_Done_LIFO = 3'b100, FIFOLIFO_Valid2 = 3'b101, FIFOLIFO_Done_FIFO2 = 3'b110;
reg [7:0] LIFO_Stack[15:0];
reg [4:0] Stack_Top; 
reg [4:0] j;
reg thing_num_zero;
always @(posedge clk or posedge rst) 
begin
    if (rst) begin
        FIFO_CurrentState <= FIFO_Start;
    end
    else
        FIFO_CurrentState <= FIFO_Nextstate;
end
always @(FIFO_CurrentState or ready_fifo or people_thing_in or i or done_fifo) 
begin
    case (FIFO_CurrentState)
        FIFO_Start: begin
            if (ready_fifo) 
                FIFO_Nextstate = FIFO_Read;    
            else 
                FIFO_Nextstate = FIFO_Start;
        end
        FIFO_Read: begin
            if (people_thing_in == 8'h24)
                FIFO_Nextstate = FIFO_Valid;
            else
                FIFO_Nextstate = FIFO_Read;
        end
        FIFO_Valid: begin
            if (i < Array_Size)
                FIFO_Nextstate = FIFO_Valid;
            else
                FIFO_Nextstate = FIFO_Done_FIFO;
        end
        FIFO_Done_FIFO:
            if (done_fifo)
                FIFO_Nextstate = FIFO_Start;
            else
                FIFO_Nextstate = FIFO_Done_FIFO;
    endcase
end
always @(posedge clk or posedge rst) 
begin
    if (rst)
        people_thing_out <= 0; 
    else begin
        case (FIFO_CurrentState)
            FIFO_Start: people_thing_out <= 0; 
            FIFO_Read: people_thing_out <= 0;
            FIFO_Valid: people_thing_out <= FIFO_Array[i];
            FIFO_Done_FIFO: people_thing_out <= 0;
        endcase
    end
end
always @(posedge clk or posedge rst) 
begin
    if (rst) begin
        Array_Size <= 0;
        i <= 0; 
        valid_fifo <= 0;
        done_fifo <= 0;    
    end
    else begin
        case (FIFO_CurrentState)
            FIFO_Start: begin
            end
            FIFO_Read: begin
                if (people_thing_in >= 8'h41 && people_thing_in <= 8'h5A) begin
                    Array_Size <= Array_Size + 1;
                    FIFO_Array[Array_Size] <= people_thing_in;
                end
            end
            FIFO_Valid: begin
                if (i < Array_Size) begin
                    valid_fifo <= 1;
                    i <= i + 1;
                end
                else
                    valid_fifo <= 0;
            end
            FIFO_Done_FIFO: begin
                if (done_fifo)
                    done_fifo <= 0;
                else
                    done_fifo <= 1;
            end  
        endcase
    end
end
always @(posedge clk or posedge rst) 
begin
    if (rst)
        FIFOLIFO_CurrentState <= FIFOLIFO_Start;
    else
        FIFOLIFO_CurrentState <= FIFOLIFO_Nextstate;
end
always @(FIFOLIFO_CurrentState or ready_lifo or thing_in or thing_num_zero or j or done_thing or done_lifo or done_fifo2) 
begin
    case (FIFOLIFO_CurrentState)
        FIFOLIFO_Start: begin
            if (ready_lifo)
                FIFOLIFO_Nextstate = FIFOLIFO_Read;
            else
                FIFOLIFO_Nextstate = FIFOLIFO_Start;
        end
        FIFOLIFO_Read: begin
            if (thing_in == 8'h3B)
                FIFOLIFO_Nextstate = FIFOLIFO_Valid;
            else if (thing_in == 8'h24)
                FIFOLIFO_Nextstate = FIFOLIFO_Done_LIFO;
            else
                FIFOLIFO_Nextstate = FIFOLIFO_Read;
        end
        FIFOLIFO_Valid: begin
            if (thing_num_zero) 
                FIFOLIFO_Nextstate = FIFOLIFO_Valid;
            else if (j == 0)
                FIFOLIFO_Nextstate = FIFOLIFO_Done_Thing;
            else
                FIFOLIFO_Nextstate = FIFOLIFO_Valid;
        end
        FIFOLIFO_Done_Thing: begin
            if (done_thing)
                FIFOLIFO_Nextstate = FIFOLIFO_Read;
            else
                FIFOLIFO_Nextstate = FIFOLIFO_Done_Thing;
        end 
        FIFOLIFO_Done_LIFO: begin
            if (done_lifo)
                FIFOLIFO_Nextstate = FIFOLIFO_Valid2;
            else
                FIFOLIFO_Nextstate = FIFOLIFO_Done_LIFO;
        end       
        FIFOLIFO_Valid2: begin
            if (j < Stack_Top)
                FIFOLIFO_Nextstate = FIFOLIFO_Valid2;
            else
                FIFOLIFO_Nextstate = FIFOLIFO_Done_FIFO2;
        end
        FIFOLIFO_Done_FIFO2: begin
            if (done_fifo2)
                FIFOLIFO_Nextstate = FIFOLIFO_Start;
            else
                FIFOLIFO_Nextstate = FIFOLIFO_Done_FIFO2;
        end        
    endcase
end
always @(posedge clk or posedge rst) 
begin
    if (rst)
        thing_out <= 8'h30;
    else begin
        case (FIFOLIFO_CurrentState)
            FIFOLIFO_Start: thing_out <= 8'h30;
            FIFOLIFO_Read: thing_out <= 8'h30;
            FIFOLIFO_Valid: begin
                if (thing_num_zero)
                    thing_out <= 8'h30;
                else
                    thing_out <= LIFO_Stack[Stack_Top - 1];
            end
            FIFOLIFO_Done_Thing: thing_out <= 8'h30;
            FIFOLIFO_Done_LIFO: thing_out <= 8'h30;
            FIFOLIFO_Valid2: thing_out <= LIFO_Stack[j];
            FIFOLIFO_Done_FIFO2: thing_out <= thing_out <= 8'h30;
        endcase
    end
end
always @(posedge clk or posedge rst) 
begin
    if (rst) begin
        Stack_Top <= 0;
        j <= 0;
        valid_lifo <= 0;
        done_lifo <= 0;
        valid_fifo2 <= 0;
        done_fifo2 <= 0; 
        done_thing <= 0;
        thing_num_zero <= 0;
    end
    else begin
        case (FIFOLIFO_CurrentState)
            FIFOLIFO_Start: begin
            end
            FIFOLIFO_Read: begin
                if (thing_in == 8'h24)
                    j <= 0;
                else begin
                    if (thing_num == 0)
                        thing_num_zero <= 1;
                    j <= thing_num;
                    if (thing_in != 8'h3B) begin
                        LIFO_Stack[Stack_Top] <= thing_in;
                        Stack_Top <= Stack_Top + 1;                        
                    end
                end
            end
            FIFOLIFO_Valid: begin
                if (thing_num_zero) begin
                    thing_num_zero <= 0;
                    valid_lifo <= 1; 
                end
                else if (j == 0)
                    valid_lifo <= 0; 
                else begin
                    Stack_Top <= Stack_Top - 1;
                    j <= j - 1;
                    valid_lifo <= 1;
                end                  
            end
            FIFOLIFO_Done_Thing: begin 
                if (done_thing)
                    done_thing <= 0;
                else
                    done_thing <= 1;
            end
            FIFOLIFO_Done_LIFO: begin 
                if (done_lifo)
                    done_lifo <= 0;
                else
                    done_lifo <= 1;
            end
            FIFOLIFO_Valid2: begin 
                if (j < Stack_Top) begin
                    valid_fifo2 <= 1;
                    j <= j + 1;
                end
                else
                    valid_fifo2 <= 0; 
            end
            FIFOLIFO_Done_FIFO2: begin 
                if (done_fifo2)
                    done_fifo2 <= 0;
                else
                    done_fifo2 <= 1;
            end
        endcase
    end
end 
endmodule
==> design/flow/run.sh <==
#!/bin/bash
# OpenROAD 26Q1-2900-gdf79404cd8, Yosys 0.63+post, stock flow scripts
make -C /OpenROAD-flow-scripts/flow DESIGN_CONFIG=/design/flow/config.mk WORK_HOME=/design/flow/orfs finish
==> design/flow/config.mk <==
export PLATFORM = sky130hd
export DESIGN_NAME = CIPU
export DESIGN_NICKNAME = CIPU
export VERILOG_FILES = /design/flow/design.v
export SDC_FILE = /design/flow/constraint.sdc
export NUM_CORES = 4
export LEC_CHECK = 1
export CORE_UTILIZATION = 40
==> design/flow/constraint.sdc <==
current_design CIPU

set clk_period 3.0
set clk_io_pct 0.2

create_clock -name clk0 -period $clk_period [get_ports {clk}]

set non_clock_inputs [all_inputs -no_clocks]
set_input_delay [expr $clk_period * $clk_io_pct] -clock clk0 $non_clock_inputs
set_output_delay [expr $clk_period * $clk_io_pct] -clock clk0 [all_outputs]
==> summary.txt <==
flow finished, numbers: status completed, clk slew on worst S/H paths 0.06 ns, Die W 197 um, Clock Latency Late Sink 0.54 ns, Hold-fix buffers, CTS 0, Mapped Area 15200 um2, DR pass1 iterations 6, register pins left without a clock 3, Reg2Reg Depth 8, I/O Pins 47, DP Cell Count 1885, antenna violations before repair 0, layout cell share with drive strength beyond 1 19.2%, Setup Crit Path Kind reg2reg, Synth Instances 1237, Hold Crit Class reg2reg, row cnt 71, vias per cell 6.30, count of non-filler cells in the finished layout 1948, setup TNS 0 ns, overflow left after global routing 0, Iteration-0 DRC Markers 1164, cycle use final 94.5%, Final GP Congestion 1.09, Final Hold Vio Count 0, Total Wirelength 59900 um, synth unique cells 94, largest net degree at the start of global routing 52, top sig layer met4, dominant cell by count in the synthesized netlist edfxtp_1, DRT antenna net count 0, Num CTS Buffers 35, Flops after synth 310, final instance area 18600 um2, Slew @ Worst Pin 1.07 ns, Avg Synthesized Cell Area 12.3 um2, number of OpenROAD warnings 36, Worst Path Arrival 3.26 ns, ys cells 1237, largest area contributor in the netlist edfxtp_1, data required time of the critical path 3.42 ns, flop-to-flop setup slack 0.17 ns, synth top area cells edfxtp_1, dfrtp_1, mux2i_1, ha_1, a22oi_1, H-tree Lvls 2, clk buf depth 3, Post-CTS Setup Inserts 0, asr flop ratio synth 16.5%, routed via count 12300, CTS tree built, slew margin rel. 28.1%, # resized after CTS 0, CP endpoint thing_out[2], Die Y-Extent 197 um, met1 wire length 21800 um, Core Util at FP 40.6%, dpl hpwl 44300 um, Core ar. 37500 um2, global router's overall resource usage 33.9%, YS chip area 15200 um2, Layout area overhead 22.1%, RSZ-0062 raised after global routing no, WL per Instance 30.7 um, EDFF count, synth 256, Period minus WS final 2.83 ns, chip area 38800 um2, Leak 6.60 nW, fillers 3287, first-pass GRT wire length 87500 um, Max Clk Rate 353 MHz, most frequent cells after synthesis edfxtp_1, nand2_1, nor2_1, Residual DRC 0, Met2 Wirelength 27700 um, Max-area cell share 50.6%, startpoint types register, Peak supply drop 0.476 mV, vias in the first global route 12600, synth warn 3, Place WS 0.176 ns, Worst Skew 0.0290 ns, final hold slack 0.454 ns, Util after Layout 49.5%, worst r2r src Stack_Top[1], placed cell areas 17400 um2, start point of the critical path Stack_Top[1], Worst setup EP type register, Pins Over Slew Limit 0, pwr/cell area 1000 nW/um2, # setup viols final 0, maxcap violations 0, IO buf count 46, Design Power 18.6 mW, capturing point of the worst reg2reg path thing_out[2], Clock Tree Root clkbuf_16, endpoints left unconstrained 6, Detail Route met3 WL 5910 um, Final WS setup 0.165 ns, Synth Flop Type edfxtp_1, critical path peak fanout 10
## flip-flops by register name, indices dropped and copies added, names as in the netlist
signal / count
FIFO_Array: 128
LIFO_Stack: 128
people_thing_out: 8
thing_out: 8
Array_Size: 5
Stack_Top: 5
i: 5
j: 5
FIFO_CurrentState: 4
FIFOLIFO_CurrentState: 3
FIFOLIFO_Nextstate: 3
done_fifo: 1
done_fifo2: 1
done_lifo: 1
done_thing: 1
thing_num_zero: 1
valid_fifo: 1
valid_fifo2: 1
valid_lifo: 1
## placed cells by master (no fill, tap or decap), drive strengths merged, types with 18 or more instances in the layout
cell,n
mux2,21
a22oi,40
a222oi,21
a21oi,43
o22ai,21
inv,34
ha,25
a31oi,18
nor3,23
clkdlybuf4s50,46
dfrtp,48
a22o,33
o21ai,43
clkbuf,40
edfxtp,256
buf,174
nor2,77
mux2i,39
nand2,79
nand3,42
## metal layers
metal  vias to the layer above  global-route usage (%)
met3                       226                    11.6
met5                         -                       0
met2                       742                    50.7
met1                      6035                    44.8
met4                         0                    19.6
li1                       5277                       -
## report_power, final
group	switching, mW	total (mW)	internal [mW]
combinational	5.33	8.88	3.55
sequential	0.441	5.35	4.91
clock	1.76	4.41	2.65
## how the worst min path moves through the flow
| stage | start | end | slack [ns] | depth (start not counted) |
|---|---|---|---|---|
| after CTS | FIFO_CurrentState[1] | valid_fifo | 0.45 | 1 |
| final | FIFO_CurrentState[1] | valid_fifo | 0.45 | 1 |
| after global routing | FIFO_CurrentState[1] | valid_fifo | 0.47 | 1 |
## cells by family after synthesis
kind of cell    after synthesis  synth area share (%)
compound gates              350                  17.3
buf+inv                     117                  3.19
mux                          67                  5.16
latches                       3                 0.296
simple gates                348                  11.8
fa+ha+maj                    26                  2.19
flops                       307                  59.0
xor+xnor                     19                  1.09
## layout make-up
type	instances	area, um2	share of cell area (%)
sequential	310	9010	48.6
multi-input combinational	810	5710	30.8
timing repair buffer	220	1890	10.2
clock buffer	40	926	4.99
tap	511	639	3.44
clock inverter	21	248	1.33
inverter	34	128	0.688
antenna	2	5.00	0.0270
## critical path, cell delays in order, from the launching register on
cell and delay (ns):
dfrtp_1 0.37, buf_4 0.17, ha_1 0.40, and3b_1 0.39
a222oi_1 0.38, mux2i_1 0.12, nand4b_1 0.18, or4_1 0.51
o21a_1 0.18
Power figures rest on the tool's default switching activity, not on a simulated workload.
