==> ./design.v <==
`timescale 1ns/10ps
module MM(
input           clk,
input           rst,
input           col_end,
input           row_end,
input      [7:0]     in_data,
output reg signed [19:0]   out_data,
output reg is_legal,
output reg change_row,
output reg valid,
output reg busy
);
parameter [2:0] Load_Mat1 = 3'b000, Load_Mat2 = 3'b001, Mat_Mul = 3'b010, Validation = 3'b011, Done = 3'b100;
reg [2:0] Current_State, Next_State;
reg signed [7:0] Mat1[3:0][3:0];
reg [2:0] Mat1_Row, Mat1_Col, Mat1_Cur_Row, Mat1_Cur_Col;
reg signed [7:0] Mat2[3:0][3:0];
reg [2:0] Mat2_Row, Mat2_Col, Mat2_Cur_Row, Mat2_Cur_Col;
always @(posedge clk or posedge rst) 
begin
    if (rst)
        Current_State <= Load_Mat1;
    else
        Current_State <= Next_State;
end
always @(*) 
begin
    case (Current_State)
        Load_Mat1: begin
            if (row_end) 
                Next_State = Load_Mat2;    
            else 
                Next_State = Load_Mat1;
        end
        Load_Mat2: begin
            if (row_end) 
                Next_State = Mat_Mul;
            else 
                Next_State = Load_Mat2;
        end
        Mat_Mul: begin
            if ((Mat1_Col != Mat2_Row) || (Mat1_Cur_Row == Mat1_Row - 1) && (Mat1_Cur_Col == Mat1_Col - 1) && (Mat2_Cur_Row == Mat2_Row - 1) && (Mat2_Cur_Col == Mat2_Col - 1))
                Next_State = Done;
            else if (Mat1_Cur_Col == Mat1_Col - 1)
                Next_State = Validation;
            else
                Next_State = Mat_Mul;
        end
        Validation: begin
            Next_State = Mat_Mul;
        end
        Done: begin
            Next_State = Load_Mat1;
        end
    endcase
end
always @(posedge clk or posedge rst) begin
    if (rst) begin
        out_data <= 0;
        is_legal <= 0;
        change_row <= 0;
        valid <= 0;
        busy <= 0;
    end
    else begin
        case (Current_State)
            Load_Mat1: begin
                out_data <= 0;
                is_legal <= 0;
                change_row <= 0;
                valid <= 0;
                busy <= 0;
            end
            Load_Mat2: begin
                out_data <= 0;
                is_legal <= 0;
                change_row <= 0;
                valid <= 0;
                if (row_end)
                    busy <= 1;
                else
                    busy <= 0;            
            end
            Mat_Mul: begin
                if (Mat1_Col != Mat2_Row) begin
                    out_data <= 0;
                    is_legal <= 0;
                    change_row <= 0;
                    valid <= 1;
                    busy <= 0;
                end
                else begin
                    out_data <= out_data + Mat1[Mat1_Cur_Row][Mat1_Cur_Col] * Mat2[Mat2_Cur_Row][Mat2_Cur_Col];
                    if ((Mat2_Cur_Row == Mat2_Row - 1) && (Mat2_Cur_Col == Mat2_Col - 1))
                        change_row <= 1;
                    else
                        change_row <= 0;
                    if ((Mat1_Cur_Col == Mat1_Col - 1) && (Mat2_Cur_Row == Mat2_Row - 1)) begin
                        is_legal <= 1;
                        valid <= 1;
                    end
                    else begin
                        is_legal <= 0;
                        valid <= 0;
                    end
                end
            end
            Validation: begin
                out_data <= 0;
                is_legal <= 0;
                change_row <= 0;
                valid <= 0;
                busy <= 0;             
            end
            Done: begin
                out_data <= 0;
                is_legal <= 0;
                change_row <= 0;
                valid <= 0;
                busy <= 0;            
            end
        endcase
    end
end
always @(posedge clk or posedge rst) begin
    if (rst) begin
        Mat1_Row <= 0;
        Mat1_Col <= 0;
        Mat1_Cur_Row <= 0;
        Mat1_Cur_Col <= 0;
        Mat2_Row <= 0;
        Mat2_Col <= 0;
        Mat2_Cur_Row <= 0;
        Mat2_Cur_Col <= 0;
    end
    else begin
        case (Current_State)
            Load_Mat1: begin
                Mat1[Mat1_Row][Mat1_Col] <= in_data; 
                if (col_end) begin
                    Mat1_Row <= Mat1_Row + 1;
                    Mat1_Col <= 0;
                end
                else
                    Mat1_Col <= Mat1_Col + 1;
                if (row_end) begin
                    Mat1_Row <= Mat1_Row + 1;
                    Mat1_Col <= Mat1_Col + 1;                  
                end
            end
            Load_Mat2: begin
                Mat2[Mat2_Row][Mat2_Col] <= in_data; 
                if (col_end) begin
                    Mat2_Row <= Mat2_Row + 1;
                    Mat2_Col <= 0;
                end
                else
                    Mat2_Col <= Mat2_Col + 1;
                if (row_end) begin
                    Mat2_Row <= Mat2_Row + 1;
                    Mat2_Col <= Mat2_Col + 1;
                end
            end
            Mat_Mul: begin
                if ((Mat2_Cur_Row == Mat2_Row - 1) && (Mat2_Cur_Col == Mat2_Col - 1))
                    Mat1_Cur_Row <= Mat1_Cur_Row + 1;
                if (Mat1_Cur_Col == Mat1_Col - 1)
                    Mat1_Cur_Col <= 0;
                else
                    Mat1_Cur_Col <= Mat1_Cur_Col + 1;
                if (Mat2_Cur_Row == Mat2_Row - 1)
                    Mat2_Cur_Row <= 0;
                else
                    Mat2_Cur_Row <= Mat2_Cur_Row + 1;
                if ((Mat1_Cur_Col == Mat1_Col - 1) && (Mat2_Cur_Row == Mat2_Row - 1)) begin                  
                    if (Mat2_Cur_Col == Mat2_Col - 1)
                        Mat2_Cur_Col <= 0;
                    else
                        Mat2_Cur_Col <= Mat2_Cur_Col + 1;
                end
            end
            Validation: begin
            end
            Done: begin
                Mat1_Row <= 0;
                Mat1_Col <= 0;
                Mat1_Cur_Row <= 0;
                Mat1_Cur_Col <= 0;
                Mat2_Row <= 0;
                Mat2_Col <= 0;
                Mat2_Cur_Row <= 0;
                Mat2_Cur_Col <= 0;
            end
        endcase
    end
end
endmodule
==> ./run.sh <==
#!/bin/bash
# OpenROAD 26Q1-2900-gdf79404cd8, Yosys 0.63+post, stock flow scripts
make -C /OpenROAD-flow-scripts/flow DESIGN_CONFIG=/design/flow/config.mk WORK_HOME=/design/flow/orfs finish
==> ./config.mk <==
export PLATFORM = sky130hd
export DESIGN_NAME = MM
export DESIGN_NICKNAME = MM
export VERILOG_FILES = /design/flow/design.v
export SDC_FILE = /design/flow/constraint.sdc
export NUM_CORES = 4
export LEC_CHECK = 1
export CORE_UTILIZATION = 40
==> ./constraint.sdc <==
current_design MM

set clk_period 16.1
set clk_io_pct 0.2

create_clock -name clk0 -period $clk_period [get_ports {clk}]

set non_clock_inputs [all_inputs -no_clocks]
set_input_delay [expr $clk_period * $clk_io_pct] -clock clk0 $non_clock_inputs
set_output_delay [expr $clk_period * $clk_io_pct] -clock clk0 [all_outputs]
==> Changelog: implementation <==
## Implementation

* Worst vdd ir at 0.177 mV
* Number of unconstrained endpoints at 6
* Portion of total power attributed to the clock network at 21.8%
* Synth Instances at 1320
* Half-perimeter wire length after placement at 25.8 mm
* Hold Buf Count CTS at 0
* Number of global-route vias before repair at 10900
* Slew of the pin with the lowest slew margin at 983 ps
* Number of register pins that no clock reaches at 3
* Distinct cell type count of the synthesized netlist at 73
* Minimum setup slack among reg-to-reg paths at 8610 ps
* Result of the run: finished clean
* Residual DRC at 0
* Element type at the critical path start: flip-flop
* Clock root buffer: clkbuf_16
* Later-pin clock latency in the skew report at 530 ps
* Xor/xnor share of the synthesized area at 2.22%
* Placement Rows at 74
* Power dissipated by switching net loads at 1.34 mW
* Maximum number of pins on one net before global-route repair at 44
* Count of input and output buffers at 35
* Count of warning messages emitted by the tools at 43
* Clock transition at the register clock pins on the worst setup and hold paths after CTS at 60 ps
* Top fanout value on the critical path at 28
* Share of synthesized registers carrying an async set or reset at 16.5%
* FMAX at 133 MHz
* Post-cts repair resize count at 0
* Post-synth mux share at 1.65%
* Post-Route Skew at 27.6 ps
* Number of storage elements in the synthesis netlist at 310
* Dominant combinational family: adder cells
* Post-synthesis simple-gate area fraction at 9.45%
* Worst min path class: flip-flop to flip-flop
* Worst Path Class, Setup: flip-flop to flip-flop
* Worst slack at placement at 8650 ps
* CP endpoint kind: flip-flop
* Fraction of power consumed by sequential logic at 26.3%
* Smallest setup slack after layout at 8610 ps
* Delay contributed by the slowest stage of the critical path at 540 ps
* Iteration tally of the first detailed-router pass at 7
* Clock tree from TritonCTS: yes
* Synthesized area per cell at 12.5 sq um
* Final design utilization at 45.9%
* ANT cells at 0
* Total CTS buffers at 34
* Final Hold Violation Tally at 0
* Maximum buffer depth of the clock tree at 3
* Share of post-route cells with drive strength above 1 at 8.97%
* Post-synthesis cell count from yosys at 1320
* Routed vias/inst at 5.39
* Synth-to-Final Area Change at 13.3%
* Slowest cell on the critical path: fa_1
* Worst slew margin relative to its limit at 34.2%
* WHS at 473 ps
* Switching share of power at 39.1%
* Mapped Area at 16500 sq um
* Power Internal at 2.08 mW
* Power per cell area at 182 nW/um^2
* Final Cycle Share at 46.5%
* Average routed wire per standard cell at 19.7 um
* Die X-Extent at 205 um
* Die height at 205 um
* Minimum clock period after layout at 7490 ps
* Number of violations of the max-capacitance limit at 0
* Final setup viols at 0
* Beginning of the worst hold path: valid
* Origin of the worst setup path: Mat2_Cur_Row[0]
* Count of H-tree levels built during CTS at 2
* Number of enable flip-flop cells at 256
* Number of setup buffers added after CTS at 0
* Total leakage power at 7.20 nW
* Aggregate negative setup slack at 0 ps
* Critical R2R Launch: Mat2_Cur_Row[0]
* Adder-Cell Fraction of Synth Area at 16.3%
* Yosys synthesis chip area at 16500 sq um
* Wire length of the first global-routing pass at 60.9 mm
* Die Footprint at 42200 sq um
* Floorplan Core Area at 40800 sq um
* # IOs at 36
* Dominant flop cell: edfxtp_1
* Combinational share of power at 51.9%
* Cell with the most instances on the worst path: fa_1
* Total global-route track usage at 20.3%
* Overflow after GRT at 0
* Synth Area in Compound Gates at 11.6%
* Setup repair after global routing missed its margin: no
* Total detailed-routing wirelength at 38.1 mm
* Final-report max-slew violation count at 0
* Routability congestion estimate at 0.892
* YS warnings at 3
* Initial core utilization at 40.5%
* Data required time at the worst endpoint at 16490 ps
* Violation count after the first detailed-route iteration at 813
* Arr. time, crit path at 7890 ps
* Remaining antenna violation count at 0
* Via count at 10400
* Antenna violations before repair at 0
==> stage by stage <==
step	total power, mW	instances	cell area (sq um)
after floorplan	2.28	1320	16500
after global placement	2.69	1877	17700
after detailed placement	2.67	1877	17700
after CTS	3.44	1936	18700
after global routing	3.75	1936	18700
final	3.42	1936	18700
==> Yosys cell counts (all sizes together) (5+ instances only) <==
cell type  number  share of area (%)
edfxtp        256                 46
nand2         133                3.0
inv           127                2.9
nor2           94                2.2
fa             89                 11
ha             73                5.5
o21ai          66                2.2
dfrtp          51                7.7
clkbuf         47                1.1
a21oi          40                1.3
nand3          37                1.2
xnor2          25                1.3
a22oi          24                1.1
a22o           23                1.2
a222oi         22                1.3
a221oi         21                1.1
nand2b         19               0.72
mux2i          16               0.97
nor2b          15               0.57
and2           14               0.53
xor2           14               0.90
nor3           12               0.39
buf            10               0.35
a31oi           9               0.61
o22ai           8               0.30
and3            6               0.23
o211ai          6               0.27
a32o            5               0.30
==> registers in the layout (all words and copies together), names as in the netlist, 3 cells and up <==
name           cells
Mat2_Cur_Col       3
Mat2_Cur_Row       3
Mat1_Row           3
Mat2             128
Mat2_Col           3
Mat2_Row           3
Mat1_Col           3
Mat1_Cur_Row       3
Mat1             128
Current_State      3
Next_State         3
out_data          20
Mat1_Cur_Col       3
==> cell type report <==
cell class              count  area [sq um]
fillers                  3540         22100
flip-flops and latches    310          9010
multi-input cells         826          6830
clock buffers              42           912
repair buffers             82           703
well taps                 532           666
inverters                 127           477
clock inverters            17           148
==> per-layer routing <==
metal  global-route usage, %  up-vias  share of wire [%]
met4                    3.54        0                1.9
met1                    29.2     5058                 42
li1                        -     4854                  -
met3                    10.2       56                 11
met5                   0.357        -                  0
met2                    29.5      460                 45
==> kinds of logic after synthesis <==
family / after synthesis
fa+ha+maj: 162
compound gates: 257
mux: 23
buf+inv: 184
xor+xnor: 39
simple gates: 345
latches: 3
flops: 307
==> critical path: cells and delay by family, from the launching register on <==
family | cells | cell delay [ps]
buffers and inverters | 7 | 1060
adder cells (fa/ha/maj) | 7 | 3180
AND/OR/NAND/NOR | 3 | 900
flip-flops | 1 | 460
XOR/XNOR | 1 | 150
AND-OR/OR-AND | 8 | 1590
==> power by group through the flow <==
stage         registers [mW]  clock network [mW]  logic [mW]
global route           0.903               0.790        2.05
finish                 0.900               0.744        1.77
CTS                    0.900               0.758        1.78
==> cell usage in the layout (no fill, tap or decap), types with 8 or more instances in the layout <==
master,count
nor2b_1,14
nand2b_1,19
a22oi_1,24
clkdlybuf4s50_1,35
a22o_1,23
a222oi_1,22
o22ai_1,8
a21oi_1,39
nor3_1,11
xnor2_1,24
and2_1,14
ha_1,73
mux2i_1,16
o21ai_0,60
nand3_1,36
nand2_1,133
dfrtp_1,51
buf_4,47
fa_1,89
nor2_1,92
a221oi_1,21
edfxtp_1,256
inv_1,124
xor2_1,12
clkbuf_16,35
==> final timing paths <==
check,endpoint,cells past startpoint
max,out_data[16],26
min,valid,2
max reg2reg,out_data[16],26
min reg2reg,valid,2
max in group asynchronous,out_data[13],3
min in group asynchronous,Mat1_Col[0],2
Power figures rest on the tool's default switching activity, not on a simulated workload.
